[/design/flow/run.sh]
#!/bin/bash
# OpenROAD 26Q1-2900-gdf79404cd8, Yosys 0.63+post, stock flow scripts
make -C /OpenROAD-flow-scripts/flow DESIGN_CONFIG=/design/flow/config.mk WORK_HOME=/design/flow/orfs finish
[/design/flow/config.mk]
export PLATFORM = sky130hd
export DESIGN_NAME = bsa
export DESIGN_NICKNAME = bsa
export VERILOG_FILES = /design/flow/design.v
export SDC_FILE = /design/flow/constraint.sdc
export NUM_CORES = 4
export LEC_CHECK = 1
export CORE_AREA = 10 10 88 88
export DIE_AREA = 0 0 98 98
[/design/flow/constraint.sdc]
current_design bsa

set clk_period 1.1
set clk_io_pct 0.2

create_clock -name clk0 -period $clk_period [get_ports {clk}]

set non_clock_inputs [all_inputs -no_clocks]
set_input_delay [expr $clk_period * $clk_io_pct] -clock clk0 $non_clock_inputs
set_output_delay [expr $clk_period * $clk_io_pct] -clock clk0 [all_outputs]
[/design/flow/design.v]
`timescale 1ns / 1ps
module full_adder(input a, input b, input cin, output sum, output cout);
    wire ab,ac,bc;
    xor sum_generator(sum,a, b,cin);
    and and_instance1(ab,a,b);
    and and_instance2(ac,a,cin);
    and and_instance3(bc,cin,b);
    or or_instance(cout,ab,ac,bc);     
endmodule
module d_ff(input clk, input d, output reg q, input clr);
    always @(posedge clk)
    begin
        if(clr == 1)
            q <= 0;
        else
            q <= d;
    end
endmodule
module shift_register(input clk,input [7:0]a, input reset, input clr,output out);
    wire [7:0] w2,w1;
    assign w1[0] = reset?a[0]:w2[1];
    assign w1[1] = reset?a[1]:w2[2];
    assign w1[2] = reset?a[2]:w2[3];
    assign w1[3] = reset?a[3]:w2[4];
    assign w1[4] = reset?a[4]:w2[5];
    assign w1[5] = reset?a[5]:w2[6];
    assign w1[6] = reset?a[6]:w2[7];
    assign w1[7] = reset?a[7]:a[7];
    d_ff d_ff_i1(.clk(clk), .d(w1[0]),.q(w2[0]),.clr(clr));
    d_ff d_ff_i2(.clk(clk), .d(w1[1]),.q(w2[1]),.clr(clr));
    d_ff d_ff_i3(.clk(clk), .d(w1[2]),.q(w2[2]),.clr(clr));
    d_ff d_ff_i4(.clk(clk), .d(w1[3]),.q(w2[3]),.clr(clr));
    d_ff d_ff_i5(.clk(clk), .d(w1[4]),.q(w2[4]),.clr(clr));
    d_ff d_ff_i6(.clk(clk), .d(w1[5]),.q(w2[5]),.clr(clr));
    d_ff d_ff_i7(.clk(clk), .d(w1[6]),.q(w2[6]),.clr(clr));
    d_ff d_ff_i8(.clk(clk), .d(w1[7]),.q(w2[7]),.clr(clr));
    assign out = w2[0];  
endmodule
module bsa(input [7:0]a, input [7:0] b, input clk, output reg [7:0] sum, input clr, input reset, input cout);
    integer index = 0;  
    wire a_bit,b_bit;
    wire prev_carry,present_carry;
    wire sum_bit;
    shift_register sreg_a(.clk(clk),.a(a[7:0]),.clr(clr),.reset(reset),.out(a_bit));
    shift_register sreg_b(.clk(clk),.a(b[7:0]),.clr(clr),.reset(reset),.out(b_bit));
    full_adder full_adder_instance(.a(a_bit),.b(b_bit),.cin(prev_carry),.cout(present_carry),.sum(sum_bit));
    d_ff d_flipflop_instance(.clk(clk),.q(prev_carry),.d(present_carry),.clr(clr));
    assign cout = present_carry;     
    always @(reset)
    begin
        index = 0;
    end
    always @(posedge clk)
    begin
        if(clr == 1)     
        begin
            sum <= 0;
            index <= 0;
        end
        else if(index < 8)   
        begin
            if(index >= 0)
            begin
                sum[index] <= sum_bit;
            end
            index <= index + 1;
        end
    end
endmodule
==> run notes <==
* did not finish — result of the run
* synthesis — last stage the flow got to
* ERROR: Found 1 problems in 'check -assert'. — first error
* 696 sq um — synthesized chip area reported by yosys
* 0.201 — mux share
* multiplexers — Top logic family
* 0 — aoi/oai-family share of the synthesized area
* 0 — XOR/XNOR Fraction of Synth Area
* 18 — Yosys reg bits
* 2 — count of yosys warnings during synthesis
* 0.518 — proportion of synthesized chip area in sequential cells
* 0.112 — Synth Area in Simple Gates
* 63 — yosys cell count
* 0.0288 — adder-cell area share of the yosys netlist
* 10 — Cell variety after synth
-- Yosys cell counts --
cell type                 number  share of area
sky130_fd_sc_hd__dfxtp_1      18           0.52
sky130_fd_sc_hd__mux2i_1      14           0.20
sky130_fd_sc_hd__nor2_1       14          0.076
sky130_fd_sc_hd__buf_4         7          0.076
sky130_fd_sc_hd__nor2b_1       4          0.036
sky130_fd_sc_hd__buf_2         2          0.014
sky130_fd_sc_hd__buf_12        1          0.029
sky130_fd_sc_hd__buf_6         1          0.016
sky130_fd_sc_hd__conb_1        1         0.0054
sky130_fd_sc_hd__fa_1          1          0.029
-- cell families after synthesis --
group         count (synthesis)
fa+ha+maj                     1
simple gates                 18
flops                        18
buf+inv                      11
mux                          14
other cells                   1
