<file path="flow/design.v">
module bit1FA (A,B,P,G);         
    input A,B;
    output P,G;
    and o1 (G,A,B);
    xor o2 (P,A,B);
endmodule
module bit4CLA (P,G,Cin,Cout);   
    input [3:0] P,G;
    input Cin;
    output [4:1] Cout;
    assign Cout[1]=G[0] | (P[0]&Cin);
	assign Cout[2]=G[1] | (P[1]&G[0]) | (P[1]&P[0]&Cin);
	assign Cout[3]=G[2] | (P[2]&G[1]) | (P[2]&P[1]&G[0]) | (P[2]&P[1]&P[0]&Cin);
	assign Cout[4]=G[3] | (P[3]&G[2]) | (P[3]&P[2]&G[1]) | (P[3]&P[2]&P[1]&G[0]) | (P[3]&P[2]&P[1]&P[0]&Cin);
endmodule
module cla4bit_block (A,B,S,Cin,Cout);   
    input [3:0] A,B;
    input Cin;
    output [3:0] S;
    wire [4:1] C;
    output Cout;
    wire [3:0] P,G;
    bit1FA one (A[0],B[0],P[0],G[0]);
    bit1FA two (A[1],B[1],P[1],G[1]);
    bit1FA three (A[2],B[2],P[2],G[2]);
    bit1FA four (A[3],B[3],P[3],G[3]);
    bit4CLA box(P,G,Cin,C);
    assign S[0]=P[0]^Cin;
    assign S[1]=P[1]^C[1];
    assign S[2]=P[2]^C[2];
    assign S[3]=P[3]^C[3];
    assign Cout=C[4];
endmodule
module cla(A,B,S,Cin,Cout);          
    input [15:0] A,B;
    input Cin;
    output [15:0] S;
    output Cout;
    wire c1,c2,c3;
    cla4bit_block b0 (A[3:0],B[3:0],S[3:0],Cin,c1);
    cla4bit_block b1 (A[7:4],B[7:4],S[7:4],c1,c2);
    cla4bit_block b2 (A[11:8],B[11:8],S[11:8],c2,c3);
    cla4bit_block b3 (A[15:12],B[15:12],S[15:12],c3,Cout);
endmodule
module csa_base(a, b, c, sum, carry);        
    input a, b, c;
    output sum, carry;
    assign sum = a^b^c;
    assign carry = a&b | b&c | c&a;
endmodule
module csa(a, b, c, sum, carry);             
    input[15:0] a, b, c;
    output[15:0] sum, carry;
    wire garbage;
    assign carry[0] = 0;
    csa_base inst0(a[0], b[0], c[0], sum[0], carry[1]);
    csa_base inst1(a[1], b[1], c[1], sum[1], carry[2]);
    csa_base inst2(a[2], b[2], c[2], sum[2], carry[3]);
    csa_base inst3(a[3], b[3], c[3], sum[3], carry[4]);
    csa_base inst4(a[4], b[4], c[4], sum[4], carry[5]);
    csa_base inst5(a[5], b[5], c[5], sum[5], carry[6]);
    csa_base inst6(a[6], b[6], c[6], sum[6], carry[7]);
    csa_base inst7(a[7], b[7], c[7], sum[7], carry[8]);
    csa_base inst8(a[8], b[8], c[8], sum[8], carry[9]);
    csa_base inst9(a[9], b[9], c[9], sum[9], carry[10]);
    csa_base inst10(a[10], b[10], c[10], sum[10], carry[11]);
    csa_base inst11(a[11], b[11], c[11], sum[11], carry[12]);
    csa_base inst12(a[12], b[12], c[12], sum[12], carry[13]);
    csa_base inst13(a[13], b[13], c[13], sum[13], carry[14]);
    csa_base inst14(a[14], b[14], c[14], sum[14], carry[15]);
    csa_base inst15(a[15], b[15], c[15], sum[15], garbage);
endmodule
module csa_16bit_9nums(num0, num1, num2, num3, num4, num5, num6, num7, num8, sum);   
    input [15:0] num0, num1, num2, num3, num4, num5, num6, num7, num8;
    output[15:0] sum;
    wire[15:0] mids0, mids1, mids2, mids3, mids4, mids5, mids6;
    wire[15:0] midc0, midc1, midc2, midc3, midc4, midc5, midc6;
    wire zero, garbage;
    assign zero = 0;
    csa inst0(num0, num1, num2, mids0, midc0);
    csa inst1(mids0, midc0, num3, mids1, midc1);
    csa inst2(mids1, midc1, num4, mids2, midc2);
    csa inst3(mids2, midc2, num5, mids3, midc3);
    csa inst4(mids3, midc3, num6, mids4, midc4);
    csa inst5(mids4, midc4, num7, mids5, midc5);
    csa inst6(mids5, midc5, num8, mids6, midc6);
    cla inst(mids6, midc6, sum, zero, garbage);
endmodule
</file>
<file path="flow/constraint.sdc">
current_design csa_16bit_9nums

set clk_period 14.1
set clk_io_pct 0.2

create_clock -name clk0 -period $clk_period

set non_clock_inputs [all_inputs -no_clocks]
set_input_delay [expr $clk_period * $clk_io_pct] -clock clk0 $non_clock_inputs
set_output_delay [expr $clk_period * $clk_io_pct] -clock clk0 [all_outputs]
</file>
<file path="flow/config.mk">
export PLATFORM = sky130hd
export DESIGN_NAME = csa_16bit_9nums
export DESIGN_NICKNAME = csa_16bit_9nums
export VERILOG_FILES = /design/flow/design.v
export SDC_FILE = /design/flow/constraint.sdc
export NUM_CORES = 4
export LEC_CHECK = 1
export CORE_UTILIZATION = 50
</file>
<file path="flow/run.sh">
#!/bin/bash
# OpenROAD 26Q1-2900-gdf79404cd8, Yosys 0.63+post, stock flow scripts
make -C /OpenROAD-flow-scripts/flow DESIGN_CONFIG=/design/flow/config.mk WORK_HOME=/design/flow/orfs finish
</file>
==> ci_impl_report.md <==
## Synthesis and layout report

| Metric | Value |
|---|---|
| Status | `completed` |
| Crit path launch type | `input port` |
| CTS Hold Buffers Added | `0` |
| Clock buffers | `0` |
| Row cnt | `27` |
| Yosys top cell by area | `fa_1` |
| Core footprint | `5640 µm²` |
| Maximum capacitance violations | `0` |
| Buffers added on ports | `160` |
| Crit path kind | `input port to output port` |
| RSZ-0062 raised after global routing | `no` |
| Flip-flops | `0` |
| DP HPWL | `6510 µm` |
| Critical-path maximum fanout | `4` |
| CP Data Arrival Time | `9.27 ns` |
| Inst Count DP | `470` |
| Post-route cell area | `4660 µm²` |
| Syn-to-layout area delta | `56.2%` |
| Die Y | `79.3 µm` |
| Synth Area per Inst | `12.4 µm²` |
| F_max | `82.7 MHz` |
| Most common cell in the netlist | `fa_1` |
| Worst min path class | `input port to output port` |
| Max-area cell share | `69.1%` |
| Slew @ Worst Pin | `0.319 ns` |
| Antenna Nets Post-Route | `0` |
| Yosys chip area | `2980 µm²` |
| Antenna Cells | `0` |
| Post-place setup slack | `2.03 ns` |
| Tcrit/Tclk final | `85.8%` |
| Yosys warning tally | `0` |
| Initial DRC count | `29` |
| Global-route wire length before repair | `11000 µm` |
| Post-cts gate resize count | `0` |
| Setup Buffers After CTS | `0` |
| All-Layer GR Usage | `24.7%` |
| CP Capture Type | `output port` |
| Commonest cells post-synth | `103 x fa_1, 55 x inv_1, 20 x ha_1, 20 x xnor2_1, 7 x a21oi_1` |
| Largest net degree at the start of global routing | `7` |
| Count of non-filler cells in the finished layout | `470` |
| Post-Syn Instances | `240` |
| # IOs | `160` |
| Yosys Instances | `240` |
| Total grt overflow | `0` |
| Count of tool warnings | `33` |
| Sequential fraction of the synthesis area | `0%` |
| Post-layout min period | `12.09 ns` |
| Setup_tns | `0 ns` |
| Die area | `6280 µm²` |
| Placer congestion estimate | `0.795` |
| Vias in the first global route | `2508` |
| Flop area | `0 µm²` |
| Slew Viols, Final | `0` |
| DR DRC count | `0` |
| Initial antenna violation count | `0` |
| Wire per inst | `13.7 µm` |
| Worst EP required | `11.28 ns` |
| Fin worst setup slack | `2.01 ns` |
| Vias per std cell | `4.77` |
| Dpl cell area | `4660 µm²` |
| Tally of unique sky130hd cells used after synthesis | `27` |
| Die width | `79.3 µm` |
| Via count | `2242` |
| FP Core Util | `52.9%` |
| Mapped Area | `2980 µm²` |
| Final setup fails | `0` |
| First-pass iteration count of the detailed router | `4` |
| Logic area | `2760 µm²` |
| Leading post-synthesis cells by cell area | `fa_1 69%, ha_1 8.4%, inv_1 6.9%` |
| Layout cells sized above 1 | `1.01%` |
| Drt total wl | `6430 µm` |
| Max_slew headroom | `78.2%` |
| Hold Fails Final Rpt | `0` |
| Filler cells | `328` |
[per-layer routing]
metal / up-vias / routed length, µm / global-route usage (%)
met3: 0 / 859 / 9.45
met5: - / 0 / 0
met4: 0 / 0 / 0
li1: 1048 / - / -
met1: 1086 / 2290 / 37.2
met2: 108 / 3280 / 39.8
[layout by cell type (no fill, tap or decap), types with 2 or more instances in the layout]
| master | n |
|---|---|
| fa_1 | 103 |
| nor3_1 | 3 |
| nand3_1 | 3 |
| a21o_1 | 4 |
| nand2_1 | 2 |
| xnor2_1 | 20 |
| clkdlybuf4s50_1 | 160 |
| inv_1 | 55 |
| xor2_1 | 4 |
| a21oi_1 | 7 |
| o21ai_0 | 2 |
| ha_1 | 20 |
[cell families after synthesis]
group | Yosys count | synth area share [%]
compound gates | 23 | 5.62
xor+xnor | 24 | 7.04
fa+ha+maj | 123 | 77.5
buf+inv | 57 | 7.42
mux | 1 | 0.335
simple gates | 12 | 2.10
[metrics by stage]
step                hold WS [ns]  util, %
finish                      6.67     82.6
global placement            6.67     82.6
floorplan                   5.82        -
CTS                         6.68     82.6
global route                6.71     82.6
detailed placement          6.68     82.6
[area by class of cell]
type	count	area share, %
well taps	72	1.93
multi-input cells	183	59.3
repair buffers	160	34.4
inverters	55	4.43
[worst max-delay path, stage by stage]
cell and delay, ns:
clkdlybuf4s50_1 0.43, fa_1 0.57, fa_1 0.44, fa_1 0.54, fa_1 0.44, fa_1 0.50, fa_1 0.52, inv_1 0.05
fa_1 0.50, inv_1 0.04, ha_1 0.33, o211ai_1 0.12, a22oi_2 0.23, nand2_1 0.13, o21ai_0 0.31, a21oi_1 0.14
fa_1 0.41, xnor2_1 0.22, clkdlybuf4s50_1 0.52
[worst paths after layout]
path / cells past startpoint / startpoint / end / slack [ns]
worst max-delay path: 19 / num0[5] / sum[13] / 2.01
worst min-delay path: 3 / num8[0] / sum[0] / 6.67
